===== design/flow/design.v =====
module HRALM4(
    input [15:0] x,
    input [15:0] y,
    input clk,
    input rst,
    output reg [31:0] p
    );
    wire  sign_factor;
    wire [16:0] PP_1;
    wire [29:0] PP_0;
    PP_1_gen High(
        .x1(x[15:13]),
        .y(y),
        .sign_factor(sign_factor),
        .PP(PP_1)
        );
    PP_0_gen Low(
        .x0(x[13:0]),
        .y0(y),
        .PP(PP_0)
        );
    wire [17:0] tmp1_add;
    wire [17:0] tmp2_add;
    wire [17:0] tmp_sum;
    assign tmp1_add = {PP_0[29],PP_0[29],PP_0[29:14]};
    assign tmp2_add = {PP_1[16],PP_1};
    wire [1:0] carry_adder;
    wire [1:0] sum_adder;
    FAd add0(tmp1_add[0],tmp2_add[0],sign_factor,carry_adder[0],tmp_sum[0]);
    FAd add1(tmp1_add[1],tmp2_add[1],carry_adder[0],carry_adder[1],tmp_sum[1]);
    adder16 ADDER(tmp1_add[17:2],tmp2_add[17:2],carry_adder[1],tmp_sum[17:2]);
    always @(posedge clk)
    begin
    if(rst)
      p = 32'd0;
    else
     p = {tmp_sum,PP_0[13:0]};
    end
endmodule
module PP_1_gen(
    input [2:0] x1,
    input [15:0] y,
    output sign_factor,
    output [16:0] PP
    );
    wire one, two, sign;
    code encode_block(
        .one(one),
        .two(two),
        .sign(sign),
        .y2(x1[2]),
        .y1(x1[1]),
        .y0(x1[0])
        );
    wire [16:0] tmp1_pp; 
    assign tmp1_pp = {y[15],y};  
    wire [17:0] out1;
    assign out1[0] = sign;
    genvar i;
    generate
        for ( i = 0; i < 17; i = i+1 )
            begin : pp_rad4_first 
            product pp_pr(tmp1_pp[i],out1[i],one,two,sign,PP[i],out1[i+1]);
            end
    endgenerate
    sgn_gen sign_gen(one,two,sign,sign_factor);
endmodule
module code(one,two,sign,y2,y1,y0);  
	input y2,y1,y0;                     
	output one,two,sign;                
	wire [1:0]k;                        
	xor x1(one,y0,y1);                  
	xor x2(k[1],y2,y1);                 
	not n1(k[0],one);                   
	and a1(two,k[0],k[1]);              
	assign sign=y2;                     
endmodule       
module product(x1,x0,one,two,sign,p,i);
	input x1,x0,sign,one,two;
	output p,i;
	wire [1:0] k;
	xor xo1(i,x1,sign);
	and a1(k[1],i,one);
	and a0(k[0],x0,two);
	or o1(p,k[1],k[0]);
endmodule
module sgn_gen(one,two,sign,sign_factor);
    input sign,one,two;
    output sign_factor;
    wire k;
    or o1(k,one,two);
    and a1(sign_factor,sign,k);
endmodule
module PP_0_gen(
    input signed [13:0] x0,
    input signed [15:0] y0,
    output signed [29:0] PP
    );
    wire [13:0] x0_abs;
    assign x0_abs = x0 ^ {14{x0[13]}};
    wire [15:0] k_x0;
    wire [15:0] tmp_abs;
    wire zero_x0;
    wire [3:0] k_x0_enc;
    assign tmp_abs = {2'b0,x0_abs};
    LOD16 lod_x0(
        .data_i(tmp_abs),
        .zero_o(zero_x0),
        .data_o(k_x0),
        .data_enc(k_x0_enc));
    wire [3:0] x_shift;
    wire [3:0] neg_kx;
    assign neg_kx = ~ k_x0_enc;
    LBarrel Lshift_x0(
        .data_i(tmp_abs),
        .shift_i(neg_kx),
        .data_o(x_shift));
    wire [15:0] y0_abs;
    assign y0_abs = y0 ^ {16{y0[15]}};
    wire [15:0] k_y0;
    wire zero_y0;
    wire [3:0] k_y0_enc;
    LOD16 lod_y0(
        .data_i(y0_abs),
        .zero_o(zero_y0),
        .data_o(k_y0),
        .data_enc(k_y0_enc));
    wire [3:0] y_shift;
    wire [3:0] neg_ky;
    assign neg_ky = ~ k_y0_enc;
    LBarrel Lshift_y0(
        .data_i(y0_abs),
        .shift_i(neg_ky),
        .data_o(y_shift));
    wire [8:0] x_log;
    wire [8:0] y_log;
    wire [8:0] p_log;
    assign x_log = {1'b0,k_x0_enc,x_shift};
    assign y_log = {1'b0,k_y0_enc,y_shift};
    assign p_log = x_log + y_log;
    wire [20:0] p_l1b;
    wire [4:0] l1_input;
    assign l1_input = {1'b1,p_log[3:0]};
    L1Barrel L1shift_plog(
        .data_i(l1_input),
        .shift_i(p_log[7:4]),
        .data_o(p_l1b));
    wire [29:0] PP_abs;
    assign PP_abs = p_log[8] ? p_l1b[20:4] << 16 :  p_l1b[20:4];
    wire p_sign;
    wire [29:0] PP_temp;
    assign p_sign = x0[13] ^ y0[15];
    assign PP_temp = PP_abs ^ {30{p_sign}};
    wire notZeroA, notZeroB, notZeroD;
    assign notZeroA = ~zero_x0;
    assign notZeroB = ~zero_y0;
    assign notZeroD = notZeroA & notZeroB;
    assign PP = notZeroD? PP_temp : 30'b0;
endmodule
module LOD16(
    input [15:0] data_i,
    output zero_o,
    output [15:0] data_o,
    output [3:0] data_enc
    );
    wire [15:0] z;
	wire [3:0] zdet;
	wire [3:0] select;
	assign zdet[3] = |(data_i[15:12]);
	assign zdet[2] = |(data_i[11:8]);
	assign zdet[1] = |(data_i[7:4]);
	assign zdet[0] = |(data_i[3:0]);
	assign zero_o =  ~(|zdet);
	LOD4 lod4_1 (
		.data_i(data_i[3:0]), 
		.data_o(z[3:0])
	);
    LOD4 lod4_2 (
        .data_i(data_i[7:4]), 
        .data_o(z[7:4])
        );
    LOD4 lod4_3 (
        .data_i(data_i[11:8]), 
        .data_o(z[11:8])
    );
    LOD4 lod2_4 (
        .data_i(data_i[15:12]), 
        .data_o(z[15:12])
    );
    LOD4 lod4_5 (
            .data_i(zdet), 
            .data_o(select)
        );
	wire [15:0] tmp_out;
	Muxes2in1Array4 Inst_MUX214_3 (
         .data_i(z[15:12]), 
         .select_i(select[3]), 
         .data_o(tmp_out[15:12])
     );
	Muxes2in1Array4 Inst_MUX214_2 (
        .data_i(z[11:8]), 
        .select_i(select[2]), 
        .data_o(tmp_out[11:8])
    );
	 Muxes2in1Array4 Inst_MUX214_1 (
        .data_i(z[7:4]), 
        .select_i(select[1]), 
        .data_o(tmp_out[7:4])
    );
	 Muxes2in1Array4 Inst_MUX214_0 (
		.data_i(z[3:0]), 
		.select_i(select[0]), 
		.data_o(tmp_out[3:0])
    );
    wire [2:0] low_enc; 
    assign low_enc = tmp_out[3:1] | tmp_out[7:5] | tmp_out[11:9] | tmp_out[15: 13];
    assign data_enc[3] = select[3] | select[2];
    assign data_enc[2] = select[3] | select[1];
    assign data_enc[1] = low_enc[2] | low_enc[1];
    assign data_enc[0] = low_enc[2] | low_enc[0];
    assign data_o = tmp_out;
endmodule
module LOD4(
    input [3:0] data_i,
    output [3:0] data_o
    );
	 wire mux0;
	 wire mux1;
	 wire mux2;
	 assign mux2 = (data_i[3]==1) ? 1'b0 : 1'b1;
	 assign mux1 = (data_i[2]==1) ? 1'b0 : mux2;
	 assign mux0 = (data_i[1]==1) ? 1'b0 : mux1;
	 assign data_o[3] = data_i[3];
	 assign data_o[2] =(mux2 & data_i[2]);
	 assign data_o[1] =(mux1 & data_i[1]);
	 assign data_o[0] =(mux0 & data_i[0]);
endmodule
module LOD2(
    input [1:0] data_i,
    output [1:0] data_o
    );
	 assign data_o[1] = data_i[1];
	 assign data_o[0] =(~data_i[1] & data_i[0]);
endmodule
module Muxes2in1Array4(
    input [3:0] data_i,
    input select_i,
    output [3:0] data_o
    );
	assign data_o[3] = select_i ? data_i[3] : 1'b0;
	assign data_o[2] = select_i ? data_i[2] : 1'b0;
	assign data_o[1] = select_i ? data_i[1] : 1'b0;
	assign data_o[0] = select_i ? data_i[0] : 1'b0;
endmodule
module Muxes2in1Array2(
    input [1:0] data_i,
    input select_i,
    output [1:0] data_o
    );
	assign data_o[1] = select_i ? data_i[1] : 1'b0;
	assign data_o[0] = select_i ? data_i[0] : 1'b0;
endmodule
module LBarrel(
    input [15:0] data_i,
    input [3:0] shift_i,
    output [3:0] data_o);
    reg [15:0] tmp;
    always @*
        case (shift_i)
           4'b0000: tmp = data_i;
           4'b0001: tmp = data_i << 1;
           4'b0010: tmp = data_i << 2;
           4'b0011: tmp = data_i << 3;
           4'b0100: tmp = data_i << 4;
           4'b0101: tmp = data_i << 5;
           4'b0110: tmp = data_i << 6;
           4'b0111: tmp = data_i << 7;
           4'b1000: tmp = data_i << 8;
           4'b1001: tmp = data_i << 9;
           4'b1010: tmp = data_i << 10;
           4'b1011: tmp = data_i << 11;
           4'b1100: tmp = data_i << 12;
           4'b1101: tmp = data_i << 13;
           4'b1110: tmp = data_i << 14;
           default: tmp = data_i << 15;
        endcase
    assign data_o[3:1] = tmp[14:12];
    assign data_o[0] = 1'b1;
endmodule
module L1Barrel(
    input [4:0] data_i,
    input [3:0] shift_i,
    output reg [20:0] data_o);
    always @*
        case (shift_i)
           4'b0000: data_o = data_i;
           4'b0001: data_o = data_i << 1;
           4'b0010: data_o = data_i << 2;
           4'b0011: data_o = data_i << 3;
           4'b0100: data_o = data_i << 4;
           4'b0101: data_o = data_i << 5;
           4'b0110: data_o = data_i << 6;
           4'b0111: data_o = data_i << 7;
           4'b1000: data_o = data_i << 8;
           4'b1001: data_o = data_i << 9;
           4'b1010: data_o = data_i << 10;
           4'b1011: data_o = data_i << 11;
           4'b1100: data_o = data_i << 12;
           4'b1101: data_o = data_i << 13;
           4'b1110: data_o = data_i << 14;
           default: data_o = data_i << 15;
        endcase
endmodule
module RBarell(
    input [1:0] data_i,
    input [1:0] shift_i,
    output [2:0] data_o);
    assign data_o[2] = ~(shift_i[0] | shift_i[1]);
    assign data_o[1] = ~shift_i[1] | (data_i[1] & ~shift_i[0]);
    assign data_o[0] = (~shift_i[0] & data_i[0]) | (~shift_i[0] & shift_i[1]) | (~shift_i[1] & shift_i[0] & data_i[1]);
endmodule
module FAd(a,b,c,cy,sm);
	input a,b,c;
	output cy,sm;
	wire x,y,z;
	xor x1(x,a,b);
	xor x2(sm,x,c);
	and a1(y,a,b);
	and a2(z,x,c);
	or o1(cy,y,z);
endmodule 
module HAd(a,b,cy,sm);
	input a,b;
	output cy,sm;
	assign cy = a & b;
	assign sm = a ^ b;
endmodule 
module adder16(X,Y,carry_in,Z);
	input [15:0]X;
	input [15:0]Y;
	input carry_in;
	output [15:0]Z;
	wire c[3:1];
	adder4 A1(Z[3:0],c[1],X[3:0],Y[3:0],carry_in);
	adder4 A2(Z[7:4],c[2],X[7:4],Y[7:4],c[1]);
	adder4 A3(Z[11:8],c[3],X[11:8],Y[11:8],c[2]);
	adder4 A4(Z[15:12],Carry,X[15:12],Y[15:12],c[3]);
endmodule
module adder4(Sum,Cout,A,B,Cin);
	input [3:0]A,B;
	input Cin;
	output [3:0]Sum;
	output Cout;
	wire c[3:1], p[3:0], g[3:0];
	assign p[0]=A[0]^B[0], p[1]=A[1]^B[1], p[2]=A[2]^B[2], p[3]=A[3]^B[3];
	assign g[0]=A[0]&B[0], g[1]=A[1]&B[1], g[2]=A[2]&B[2], g[3]=A[3]&B[3];
	assign c[1]=g[0] | (p[0]&Cin);
	assign c[2]=g[1] | (p[1]&g[0]) | (p[1]&p[0]&Cin);
	assign c[3]=g[2] | (p[2]&g[1]) | (p[2]&p[1]&g[0]) | (p[2]&p[1]&p[0]&Cin);
	assign Cout=g[3] | (p[2]&g[2]) | (p[3]&p[2]&g[1]) | (p[3]&p[2]&p[1]&g[0]) | (p[3]&p[2]&p[1]&p[0]&Cin);
	assign Sum[0]=p[0]^Cin, Sum[1]=p[1]^c[1], Sum[2]=p[2]^c[2], Sum[3]=p[3]^c[3];
endmodule

===== design/flow/config.mk =====
export PLATFORM = sky130hd
export DESIGN_NAME = HRALM4
export DESIGN_NICKNAME = HRALM4
export VERILOG_FILES = /design/flow/design.v
export SDC_FILE = /design/flow/constraint.sdc
export NUM_CORES = 4
export LEC_CHECK = 1
export CORE_UTILIZATION = 40

===== design/flow/run.sh =====
#!/bin/bash
# OpenROAD 26Q1-2900-gdf79404cd8, Yosys 0.63+post, stock flow scripts
make -C /OpenROAD-flow-scripts/flow DESIGN_CONFIG=/design/flow/config.mk WORK_HOME=/design/flow/orfs finish

===== design/flow/constraint.sdc =====
current_design HRALM4

set clk_period 11.7
set clk_io_pct 0.2

create_clock -name clk0 -period $clk_period [get_ports {clk}]

set non_clock_inputs [all_inputs -no_clocks]
set_input_delay [expr $clk_period * $clk_io_pct] -clock clk0 $non_clock_inputs
set_output_delay [expr $clk_period * $clk_io_pct] -clock clk0 [all_outputs]

==> results.sh <==
# yosys + openroad results
export IMPL_synth_warnings=7
export IMPL_cp_end_kind="register"
export IMPL_cts_root_buf="clkbuf_16"
export IMPL_grt_start_max_net_pins=47
export IMPL_hold_ws_ps=2842
export IMPL_initial_utilization_pct=41.34
export IMPL_wl_per_cell_um=16.09
export IMPL_p_leak_uw=0.002235
export IMPL_required_ps=11860
export IMPL_synth_edff_count=0
export IMPL_p_seq_share_pct=18.3
export IMPL_max_stage_delay_ps=840
export IMPL_p_sw_uw=312.7
export IMPL_fp_coreArea_mm2=0.01206
export IMPL_drive_above_1_share_pct=7.444
export IMPL_crit_path_frequent_cell="a21o_1"
export IMPL_synth_distinct_cells=88
export IMPL_grt_pass1_wl_um=23000
export IMPL_syn_area_mm2=0.004986
export IMPL_cts_repair_resized=0
export IMPL_num_rows=40
export IMPL_routabilityCongestion=0.9599
export IMPL_drv_cap=0
export IMPL_grt_pass1_vias=4460
export IMPL_cts_sinks=32
export IMPL_worstSetupStartpointType="input port"
export IMPL_syn2layout_area_growth_pct=17.06
export IMPL_drt_first_iter_violations=372
export IMPL_route_detailed_drc=0
export IMPL_path_max_fanout=15
export IMPL_path_class="in2reg"
export IMPL_switching_share_pct=39.12
export IMPL_cts_tree="yes"
export IMPL_die_w_um=113.6
export IMPL_cp_slowest_cell="clkdlybuf4s50_1"
export IMPL_ys_cells=690
export IMPL_post_synth_top_count_cell="nor2_1"
export IMPL_largest_register_ffs=32
export IMPL_chip_area_mm2=0.01292
export IMPL_ys_ff=32
export IMPL_ys_area_mm2=0.004986
export IMPL_crit_arrival_ps=10750
export IMPL_synthCells=690
export IMPL_warnings=25
export IMPL_hold_buffers=0
export IMPL_post_cts_setup_buffers=0
export IMPL_hold_viol=0
export IMPL_finalCritPeriodShare_pct=90.52
export IMPL_finalSetupViolations=0
export IMPL_max_freq_mhz=94.42
export IMPL_irDropWorstVdd_v=0.00006313
export IMPL_n_antenna_cell=0
export IMPL_rsz0062_at_grt="false"
export IMPL_pin_count=66
export IMPL_power_frac_clock_pct=19.4
export IMPL_max_slew_margin_rel_pct=50.09
export IMPL_vias=5235
export IMPL_async_flop_share_pct=0
export IMPL_routed_wl_um=14160
export IMPL_cts_buffer_depth=2
export IMPL_ant_nets=0
export IMPL_hpwl_um=10790
export IMPL_fillers=1194
export IMPL_drt_pass1_iter_count=5
export IMPL_grt_ovfl_total=0
export IMPL_port_buffers=65
export IMPL_final_max_slew_viol_count=0
export IMPL_antenna_found_initial=0
export IMPL_via_per_inst=5.949
export IMPL_outcome="finished clean"
export IMPL_fin_crit_ps=10590
export IMPL_track_usage_pct=22.27
export IMPL_cts_buffers=5
export IMPL_finalSetupTns_ps=0
export IMPL_powerDensity_mw_per_mm2=137.0
export IMPL_worst_pin_slew_ps=746.3
export IMPL_yosys_area_top_type="dfxtp_1"
export IMPL_avgSynthCellArea_um2=7.226
export IMPL_chipHeight_um=113.6
export IMPL_clkSlewWorstSetupHoldPaths_ps=50
export IMPL_hold_path_class="in2reg"
export IMPL_yosys_top_cells_count="nor2_1 (72), nand2_1 (65), o21ai_0 (42)"
export IMPL_cell_internal_pwr_uw=486.7
export IMPL_synth_seq_share_pct=12.85
export IMPL_area_leaders="dfxtp_1 (13%), nor2_1 (5.4%), xor2_1 (5.1%)"
export IMPL_ff_type="dfxtp_1"
export IMPL_htree_levels=2
export IMPL_top_cell_area_share_pct=12.85
export IMPL_pwr_share_comb_pct=62.4
logic make-up (layout without fill, tap and decap cells):
logic type	after synthesis	after routing	synth area share (%)
AOI/OAI and AO/OA	210	210	30.31
and+or+nand+nor	257	257	25.87
adders and majority gates	30	30	8.482
buffers and inverters	82	104	7.001
xor gates and xnor gates	54	54	10.36
muxes	25	25	5.119
DFF	32	32	12.85
layout make-up:
type                    count  area (um2)  area share, %
clock inverters             1       30.03         0.5145
inverters                  21       78.83          1.350
multi-input cells         576        4004          68.60
flip-flops and latches     32       640.6          10.98
well taps                 168       210.2          3.601
clock buffers               7       152.6          2.615
repair buffers             75       720.7          12.35
critical path, delay by kind of cell:
family / cells / cell delay (ps)
simple gates: 11 / 1990
compound gates: 15 / 3630
xor+xnor: 1 / 170
mux: 1 / 220
buf+inv: 3 / 960
fa+ha+maj: 5 / 1440
metal layers:
metal | track usage (%) | part of all wire, %
met1 | 34.37 | 47
met2 | 34.51 | 45
met3 | 1.949 | 6.8
met4 | 3.684 | 1.4
met5 | 0 | 0
metrics by stage:
stage | total power, uW | setup slack [ps] | utilization, % | area [um2] | cells
after floorplan | 496.9 | 2214 | - | 4986 | 690
after detailed placement | 645.4 | 847.0 | 46.88 | 5654 | 872
final | 799.4 | 1109 | 48.39 | 5837 | 880
after global placement | 640.8 | 985.1 | 46.88 | 5654 | 872
after CTS | 802.2 | 1141 | 48.39 | 5837 | 880
after global routing | 868.5 | 420.5 | 48.39 | 5837 | 880
cell usage in the layout, fill, tap and decap left out, drive strengths merged, types with 9 or more instances in the layout:
cell / Yosys / final
nor2: 73 / 73
nand2: 66 / 66
clkdlybuf4s50: 0 / 64
o21ai: 46 / 46
a21oi: 33 / 33
dfxtp: 32 / 32
xor2: 30 / 30
mux2i: 24 / 24
xnor2: 23 / 23
nand3: 21 / 21
inv: 21 / 21
ha: 20 / 20
nor3: 20 / 20
nor2b: 16 / 16
a22oi: 13 / 13
a21o: 12 / 12
o22ai: 12 / 12
o221ai: 11 / 11
buf: 25 / 11
o31ai: 10 / 10
a221o: 9 / 9
nand2b: 9 / 9
worst paths after layout:
path,start,end,depth (start not counted)
worst max-delay path,x[11],p[29]$_SDFF_PP0_,36
worst min-delay path,rst,p[29]$_SDFF_PP0_,3
power by group through the flow:
stage / combinational (uW) / clock, uW / sequential [uW]
after CTS: 499 / 157 / 147
after global routing: 558 / 162 / 149
final: 499 / 155 / 146
Power is estimated from default activity; no workload was simulated.
